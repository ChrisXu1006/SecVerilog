### ./design.v
module vc_Mux2
#(
  parameter p_nbits = 1
)(
  input      [p_nbits-1:0] in0, in1,
  input                    sel,
  output reg [p_nbits-1:0] out
);
  always @(*)
  begin
    case ( sel )
      1'd0 : out = in0;
      1'd1 : out = in1;
      default : out = {p_nbits{1'bx}};
    endcase
  end
endmodule
module vc_Mux3
#(
  parameter p_nbits = 1
)(
  input      [p_nbits-1:0] in0, in1, in2,
  input              [1:0] sel,
  output reg [p_nbits-1:0] out
);
  always @(*)
  begin
    case ( sel )
      2'd0 : out = in0;
      2'd1 : out = in1;
      2'd2 : out = in2;
      default : out = {p_nbits{1'bx}};
    endcase
  end
endmodule
module vc_Mux4
#(
  parameter p_nbits = 1
)(
  input      [p_nbits-1:0] in0, in1, in2, in3,
  input              [1:0] sel,
  output reg [p_nbits-1:0] out
);
  always @(*)
  begin
    case ( sel )
      2'd0 : out = in0;
      2'd1 : out = in1;
      2'd2 : out = in2;
      2'd3 : out = in3;
      default : out = {p_nbits{1'bx}};
    endcase
  end
endmodule
module vc_Mux5
#(
 parameter p_nbits = 1
)(
  input      [p_nbits-1:0] in0, in1, in2, in3, in4,
  input              [2:0] sel,
  output reg [p_nbits-1:0] out
);
  always @(*)
  begin
    case ( sel )
      3'd0 : out = in0;
      3'd1 : out = in1;
      3'd2 : out = in2;
      3'd3 : out = in3;
      3'd4 : out = in4;
      default : out = {p_nbits{1'bx}};
    endcase
  end
endmodule
module vc_Mux6
#(
  parameter p_nbits = 1
)(
  input      [p_nbits-1:0] in0, in1, in2, in3, in4, in5,
  input              [2:0] sel,
  output reg [p_nbits-1:0] out
);
  always @(*)
  begin
    case ( sel )
      3'd0 : out = in0;
      3'd1 : out = in1;
      3'd2 : out = in2;
      3'd3 : out = in3;
      3'd4 : out = in4;
      3'd5 : out = in5;
      default : out = {p_nbits{1'bx}};
    endcase
  end
endmodule
module vc_Mux7
#(
  parameter p_nbits = 1
)(
  input      [p_nbits-1:0] in0, in1, in2, in3, in4, in5, in6,
  input              [2:0] sel,
  output reg [p_nbits-1:0] out
);
  always @(*)
  begin
    case ( sel )
      3'd0 : out = in0;
      3'd1 : out = in1;
      3'd2 : out = in2;
      3'd3 : out = in3;
      3'd4 : out = in4;
      3'd5 : out = in5;
      3'd6 : out = in6;
      default : out = {p_nbits{1'bx}};
    endcase
  end
endmodule
module vc_Mux8
#(
  parameter p_nbits = 1
)(
  input      [p_nbits-1:0] in0, in1, in2, in3, in4, in5, in6, in7,
  input              [2:0] sel,
  output reg [p_nbits-1:0] out
);
  always @(*)
  begin
    case ( sel )
      3'd0 : out = in0;
      3'd1 : out = in1;
      3'd2 : out = in2;
      3'd3 : out = in3;
      3'd4 : out = in4;
      3'd5 : out = in5;
      3'd6 : out = in6;
      3'd7 : out = in7;
      default : out = {p_nbits{1'bx}};
    endcase
  end
endmodule
module vc_Crossbar2
#(
  parameter p_nbits = 32
)
(
  input  [p_nbits-1:0]   in0,
  input  [p_nbits-1:0]   in1,
  input                  sel0,
  input                  sel1,
  output [p_nbits-1:0]   out0,
  output [p_nbits-1:0]   out1
);
  vc_Mux2#(p_nbits) out0_mux
  (
    .in0 (in0),
    .in1 (in1),
    .sel (sel0),
    .out (out0)
  );
  vc_Mux2#(p_nbits) out1_mux
  (
    .in0 (in0),
    .in1 (in1),
    .sel (sel1),
    .out (out1)
  );
endmodule
module vc_Crossbar3
#(
  parameter p_nbits = 32
)
(
  input  [p_nbits-1:0]   in0,
  input  [p_nbits-1:0]   in1,
  input  [p_nbits-1:0]   in2,
  input  [1:0]           sel0,
  input  [1:0]           sel1,
  input  [1:0]           sel2,
  output [p_nbits-1:0]   out0,
  output [p_nbits-1:0]   out1,
  output [p_nbits-1:0]   out2
);
  vc_Mux3#(p_nbits) out0_mux
  (
    .in0 (in0),
    .in1 (in1),
    .in2 (in2),
    .sel (sel0),
    .out (out0)
  );
  vc_Mux3#(p_nbits) out1_mux
  (
    .in0 (in0),
    .in1 (in1),
    .in2 (in2),
    .sel (sel1),
    .out (out1)
  );
  vc_Mux3#(p_nbits) out2_mux
  (
    .in0 (in0),
    .in1 (in1),
    .in2 (in2),
    .sel (sel2),
    .out (out2)
  );
endmodule
module vc_Crossbar4
#(
  parameter p_nbits = 32
)
(
  input  [p_nbits-1:0]   in0,
  input  [p_nbits-1:0]   in1,
  input  [p_nbits-1:0]   in2,
  input  [p_nbits-1:0]   in3,
  input  [1:0]           sel0,
  input  [1:0]           sel1,
  input  [1:0]           sel2,
  input  [1:0]           sel3,
  output [p_nbits-1:0]   out0,
  output [p_nbits-1:0]   out1,
  output [p_nbits-1:0]   out2,
  output [p_nbits-1:0]   out3
);
  vc_Mux4#(p_nbits) out0_mux
  (
    .in0 (in0),
    .in1 (in1),
    .in2 (in2),
    .in3 (in3),
    .sel (sel0),
    .out (out0)
  );
  vc_Mux4#(p_nbits) out1_mux
  (
    .in0 (in0),
    .in1 (in1),
    .in2 (in2),
    .in3 (in3),
    .sel (sel1),
    .out (out1)
  );
  vc_Mux4#(p_nbits) out2_mux
  (
    .in0 (in0),
    .in1 (in1),
    .in2 (in2),
    .in3 (in3),
    .sel (sel2),
    .out (out2)
  );
  vc_Mux4#(p_nbits) out3_mux
  (
    .in0 (in0),
    .in1 (in1),
    .in2 (in2),
    .in3 (in3),
    .sel (sel3),
    .out (out3)
  );
endmodule
### ./config.mk
export PLATFORM = sky130hd
export DESIGN_NAME = vc_Crossbar4
export DESIGN_NICKNAME = vc_Crossbar4
export VERILOG_FILES = /design/flow/design.v
export SDC_FILE = /design/flow/constraint.sdc
export NUM_CORES = 4
export LEC_CHECK = 1
export CORE_AREA = 10 10 180 180
export DIE_AREA = 0 0 190 190
### ./constraint.sdc
current_design vc_Crossbar4

set clk_period 1.1
set clk_io_pct 0.2

create_clock -name clk0 -period $clk_period

set non_clock_inputs [all_inputs -no_clocks]
set_input_delay [expr $clk_period * $clk_io_pct] -clock clk0 $non_clock_inputs
set_output_delay [expr $clk_period * $clk_io_pct] -clock clk0 [all_outputs]
### ./run.sh
#!/bin/bash
# OpenROAD 26Q1-2900-gdf79404cd8, Yosys 0.63+post, stock flow scripts
make -C /OpenROAD-flow-scripts/flow DESIGN_CONFIG=/design/flow/config.mk WORK_HOME=/design/flow/orfs finish
==> flow_summary.json <==
{
  "status": "finished, violations left",
  "violations": "negative setup slack",
  "finalNonFillerCells": 915,
  "gp_congestion": 0.792,
  "grt_overflow": 0,
  "syn_to_final_growth_pct": 123,
  "finalWirelength_um": 21100,
  "dieArea_mm2": 0.0361,
  "io_buffers": 264,
  "vias_per_cell": 4.02,
  "first_global_vias": 4151,
  "cp.required_ns": 0.88,
  "logic_area_mm2": 0.00288,
  "fin_hold_ws_ns": 0.865,
  "flop-count": 0,
  "warning_count": 35,
  "yosysWarnings": 1,
  "setup_violations": 128,
  "hpwl_um": 15000,
  "hold_path.class": "in -> out",
  "ant_nets": 0,
  "num_rows": 62,
  "power.static_leakage_nw": 3.08,
  "synth.distinct_cells": 6,
  "vias": 3682,
  "remaining_drc_errors": 0,
  "antenna_found_initial": 4,
  "syn_area_per_cell_um2": 20.5,
  "setup-tns-final_ns": -39.39,
  "grt_max_degree": 16,
  "synthTopCellsByArea": "mux4_2 (83%), buf_12 (7.3%), mux4_1 (6.4%)",
  "dp_cells": 807,
  "compound_area_share_pct": 0,
  "nFillCells": 2950,
  "ys_sh_simple_pct": 0,
  "yosys.area_share.adder_pct": 0,
  "hold_violations": 0,
  "io_pins": 264,
  "synth_stat.cells": 160,
  "critical_path_arrival_ns": 1.30,
  "design_area_mm2": 0.00729,
  "drive_gt1_share_pct": 75.8,
  "end_kind": "output port",
  "seqCellArea_um2": 0,
  "timing.fmax_ghz": 0.658,
  "synth.logic.top_family": "multiplexers",
  "critPathKind": "in -> out",
  "mux_share_pct": 89.0,
  "top_area_cell": "mux4_2",
  "grtUsageTotal_pct": 11.8,
  "routedWlPerCell_um": 23.1,
  "grt_setup_unrepaired": "yes",
  "initial_utilization_pct": 11.4,
  "synth_area_mm2": 0.00327,
  "dpl-instance-area_mm2": 0.00644,
  "period_needed_ns": 1.52,
  "final.period_utilization_pct": 138,
  "layout_setup_ws_ns": -0.419,
  "synthCells": 160,
  "max_slew_margin_pct": 86.8,
  "drt-pass1-iter-count": 4,
  "top_area_share_pct": 82.6,
  "grt_pass1_wl_um": 30600,
  "worst_pin_slew_ns": 0.198,
  "irDropWorstVdd_v": 0.000221,
  "yosys_area_mm2": 0.00327,
  "drtIter0Drc": 159,
  "clockBufferCount": 0,
  "start_kind": "input port",
  "die_w_um": 190,
  "ys_sh_xor_pct": 0,
  "ys_seq_share_pct": 0,
  "slew_violations": 0,
  "die_y_um": 190,
  "cap_violations": 0,
  "critPathMaxFanout": 5,
  "core_mm2": 0.0286,
  "powerDensity_mw_per_mm2": 407
}
## kinds of logic (layout without fill, tap and decap cells)
kind of cell / Yosys count / after routing
muxes: 128 / 128
other: 0 / 3
buffers and inverters: 32 / 400
## worst paths after layout
check	from	endpoint	slack (ns)	depth (start not counted)
worst max-delay path	sel0[0]	out0[30]	-0.42	6
worst min-delay path	sel1[1]	out1[1]	0.86	4
## power by group
part,internal [mW],total (mW),switching (mW),leakage [nW]
Combinational,1.98,2.97,0.990,3.08
Clock,0.000000365,0.000000365,0,0.0000190
Sequential,0,0,0,0
## repair_timing
action / CTS / global route
buffers inserted: 96 / 4
setup endpoints to repair: 128 / 128
hold buffers: 0 / 0
cloned: 12 / 0
pin swaps: 0 / 0
resized: 694 / 18
## worst max-delay path, stage by stage
cell	delay (ns)
buf_16	0.12
buf_16	0.12
buf_4	0.11
buf_12	0.10
mux4_2	0.49
buf_2	0.13
## cells in the final DEF (no fill, tap or decap)
cell / count
buf_12: 34
clkdlybuf4s15_1: 5
buf_2: 126
buf_16: 12
buf_4: 11
dlygate4sd2_1: 123
buf_8: 13
mux4_2: 128
bufbuf_16: 1
diode_2: 3
buf_6: 75
## layer usage
layer  global-route usage [%]  vias up  share of wire [%]
met2                     21.1      198                 53
li1                         -     1587                  -
met1                     13.5     1887                 36
met5                        0        -                  0
met3                     5.03       10                 10
met4                    0.641        0               0.70
## cells in the mapped netlist
| cell | number |
|---|---|
| buf_12 | 12 |
| buf_2 | 12 |
| buf_6 | 4 |
| clkbuf_1 | 4 |
| mux4_1 | 8 |
| mux4_2 | 120 |
## through the flow
stage	setup slack (ns)	util, %	total power, mW
2_1_floorplan	-0.0316	-	1.05
3_3_place_gp	-0.768	22.5	2.94
3_5_place_dp	-0.778	22.5	2.93
4_1_cts	-0.449	25.6	3.06
5_1_grt	-0.475	25.5	3.22
6_report	-0.419	25.5	2.97
## layout make-up
type | instances | share of cell area, %
well taps | 384 | 6.59
multi-input cells | 128 | 39.5
repair buffers | 400 | 53.8
diodes | 3 | 0.103
Power is estimated from default activity; no workload was simulated.
