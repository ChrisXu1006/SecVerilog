File: flow/run.sh
#!/bin/bash
# OpenROAD 26Q1-2900-gdf79404cd8, Yosys 0.63+post, stock flow scripts
make -C /OpenROAD-flow-scripts/flow DESIGN_CONFIG=/design/flow/config.mk WORK_HOME=/design/flow/orfs finish
File: flow/config.mk
export PLATFORM = sky130hd
export DESIGN_NAME = plab2_proc_PIC
export DESIGN_NICKNAME = plab2_proc_PIC
export VERILOG_FILES = /design/flow/design.v
export SDC_FILE = /design/flow/constraint.sdc
export NUM_CORES = 4
export LEC_CHECK = 1
export CORE_AREA = 10 10 83 83
export DIE_AREA = 0 0 93 93
File: flow/constraint.sdc
current_design plab2_proc_PIC

set clk_period 1.8
set clk_io_pct 0.2

create_clock -name clk0 -period $clk_period [get_ports {clk}]

set non_clock_inputs [all_inputs -no_clocks]
set_input_delay [expr $clk_period * $clk_io_pct] -clock clk0 $non_clock_inputs
set_output_delay [expr $clk_period * $clk_io_pct] -clock clk0 [all_outputs]
File: flow/design.v
module plab2_proc_PIC#(
	parameter req_nums = 2,
	parameter data_len = 8
)
(
	input					clk,			 
	input					reset,			 
	input					intr_rq_p0,		 
	input					intr_rq_p1,		 
	input					intr_set_p0,	 
	input					intr_set_p1,	 
	output	reg				intr_ack_p0,	 
	output  reg				intr_ack_p1,	 
	output	reg				intr_val_p0,	 
	output	reg				intr_val_p1		 
);
	localparam STATE_RESET				= 4'd0;
	localparam STATE_SETPRIORITY		= 4'd1;
	localparam STATE_STARTPRIORITY		= 4'd2;
	localparam STATE_PRIORITYREQ		= 4'd3;
	localparam STATE_PRIORITYACK		= 4'd4;
	localparam STATE_PRIORITYRESP		= 4'd5;
	reg	[3:0]	state_reg, state_next;			 
	reg			intr_domain;					 
	reg			prior_reg;						 
	reg			intrPtr_reg, intrPtr_next;		 
	reg	[3:0]	counter_reg, counter_next;
	always @(posedge clk) begin
		if ( reset ) begin
			state_reg	<= STATE_RESET;
		end
		else begin
			state_reg	<= state_next;
			counter_reg <= counter_next;
		end
	end
	always @(*) begin
		state_next	= state_reg;
		intr_val_p0	= 1'b0;
		intr_val_p1 = 1'b0;
		case (state_reg)
			STATE_RESET: begin
				state_next  = STATE_SETPRIORITY;
				counter_next = 4'd0;
				intr_ack_p0	= 1'b0;
				intr_ack_p1 = 1'b0;
				intr_val_p0 = 1'b0;
				intr_val_p1 = 1'b0;
			end
			STATE_SETPRIORITY: begin
				if ( intr_set_p0 || intr_set_p1 ) begin 
					state_next = STATE_STARTPRIORITY;
					if ( intr_set_p0 )
						prior_reg = 1'b0;
					else if ( intr_set_p1 )
						prior_reg = 1'b1;
				end
			end
			STATE_STARTPRIORITY: begin
				if ( prior_reg == 1'b0 && counter_reg == 4'd0 ) begin
					if ( intr_rq_p0 ) begin
						intr_domain = 1'b0;
						state_next = STATE_PRIORITYACK;
					end
					else if ( intr_rq_p1 ) begin
						intr_domain = 1'b1;
						state_next = STATE_PRIORITYACK;
					end
				end
				else if ( counter_reg == 4'd0) begin
					if ( intr_rq_p1 ) begin
						intr_domain = 1'b1;
						state_next = STATE_PRIORITYACK;
					end
					else if ( intr_rq_p0 ) begin
						intr_domain = 1'b0;
						state_next = STATE_PRIORITYACK;
					end	
				end
				counter_next = counter_reg + 1;
				intr_val_p0 = 1'b0;
				intr_val_p1 = 1'b0;
			end
			STATE_PRIORITYACK: begin
				counter_next = 4'd0;
				state_next = STATE_PRIORITYRESP;
				if ( intr_domain == 1'b0 )
					intr_ack_p0 = 1'b1;
				else
					intr_ack_p1 = 1'b1;
			end
			STATE_PRIORITYRESP: begin
				intr_ack_p0	= 1'b0;
				intr_ack_p1 = 1'b0;
				if ( intr_domain == 1'b0 )
					intr_val_p0 = 1'b1;
				else
					intr_val_p1 = 1'b1;
				state_next = STATE_STARTPRIORITY;
			end
		endcase
	end
endmodule
==> summary.log <==
[floorplanning] horizontal die size 93 µm
[setup_path] register-to-register setup slack 0.44 ns
[sta] final-layout setup total negative slack 0 ns
[sta] Final Setup Violations 0
[placed_design] number of buffer cells added on primary ports 9
[logic_synthesis] main flop type after synthesis dlxtn_1
[sta] final-report hold violation count 0
[power_and_ir_drop] PwrDens 659 nW/µm²
[layout] Area growth, synth to finish 39.4%
[power_and_ir_drop] reported leakage power 0.297 nW
[logic_synthesis] post-synth tally of flip-flops with integrated enable 4
[setup_path] kind of start point of the critical path flip-flop
[logic_synthesis] yosys stat cell total 53
[sta] Worst Hold Slack 0.484 ns
[job] count of tool warnings 26
[drt] starting DRC count in detailed routing 8
[power_and_ir_drop] IR drop worst, VDD 0.157 mV
[setup_path] data required time of the worst path 1.44 ns
[logic_synthesis] Yosys warning total 1
[logic_synthesis] mean post-synth cell area 10.7 µm²
[cts] Post-CTS Hold Buffers 0
[layout] core utilization of the finished layout 15.3%
[sta] Slew headroom 77.7%
[logic_synthesis] leading post-synthesis cells by instance count 8 x dlxtn_1, 7 x nor2_1, 6 x inv_1
[setup_path] critical path capture point type output pin
[setup_path] FF-to-FF path depth 5
[logic_synthesis] number of library cell types mapped by synthesis 21
[setup_path] arrival time reported for the critical path endpoint 1.20 ns
[logic_synthesis] number of storage elements in the synthesis netlist 17
[worst_hold_path] hold path startpoint state_reg[3]$_DFF_P_
[placed_design] RePlAce Congestion 0.755
[outcome] result of the run completed
[logic_synthesis] Synth top cell by count dlxtn_1
[cts] Clock Tree Root clkbuf_8
[sta] ratio of final minimum period to clock period 86.8%
[worst_hold_path] path class of the lowest-slack min-delay path flip-flop to flip-flop
[layout] post-layout instance count excluding filler cells 136
[setup_path] startpoint of the most critical register-to-register path counter_reg[0]$_DFFE_PN_
[logic_synthesis] share of the synthesized area in the top cell type 21.2%
[placed_design] HPWL after detailed placement 878 µm
[cts] Clock transition at path regs 0.04 ns
[cts] TritonCTS buffer count 3
[cts] CTS tree done
[placed_design] placed standard-cell area 743 µm²
[layout] post-route standard cell area excluding fillers 788 µm²
[sta] unrepaired setup endpoints after global routing no
[drt] Total Wirelength 1.02 mm
[drt] DRT Pass-1 Iters 2
[worst_hold_path] instance count along the most critical hold path 2
[cts] clock latency reported for the late side of the worst-skew pair 0.22 ns
[worst_hold_path] hold path endpoint state_reg[3]$_DFF_P_
[global_route] vias in the first global route 455
[sta] register pins left without a clock 8
[sta] clock skew 0.00175 ns
[drt] via/cell ratio 2.84
[drt] DRC violation count after routing 0
[drt] Vias 386
[floorplanning] Init Core Util 11.0%
[global_route] combined global-route utilization of all metal layers 2.59%
[logic_synthesis] Syn Inst Count 53
[floorplanning] Die Span Y 93 µm
[cts] number of instances resized during post-cts repair 0
[logic_synthesis] proportion of synthesized flip-flops having asynchronous set or reset 0%
[sta] count of endpoints without a timing constraint 14
[floorplanning] CORE AREA 5140 µm²
[global_route] maximum number of pins on one net before global-route repair 9
[global_route] wire length of the first global-routing pass 1.82 mm
[cts] count of buffers added by post-CTS timing repair for setup 0
[sta] count of final max-slew check failures 0
[job] number of max-capacitance violations reported 0
[cts] total number of H-tree levels 1
[layout] flip-flop count of the largest register after layout 5
[global_route] antenna violations before repair 0
[sta] post-layout minimum cycle time 1.56 ns
[floorplanning] Core Rows 26
[logic_synthesis] top cells, area edfxtp_1 21%, dlxtn_1 21%, dfxtp_1 18%, nor2_1 4.6%, and2_1 4.4%
[layout] number of fill cells 597
[layout] share of post-route cells with drive strength above 1 7.58%
[drt] antenna-violating nets left 0
[floorplanning] area of the die 8650 µm²
[placed_design] Cells after DPL 132
[setup_path] maximum net fanout on the critical path 4
[logic_synthesis] area of the mapped netlist 566 µm²
[floorplanning] Top-Level Pins 10
[drt] total antenna diodes in the routed design 0
[setup_path] Crit Path Category flip-flop to output pin
[cts] number of buffers between clock root and the deepest sink 2
[logic_synthesis] library cell occupying the most area in the post-synthesis netlist edfxtp_1
[global_route] gr ovfl total 0
[sta] Worst Max-Slew Pin Slew 0.331 ns
[setup_path] r2r endpoint state_reg[2]$_DFF_P_
[drt] mean routed wirelength per cell 7.52 µm
[logic_synthesis] yosys stat area 566 µm²
[sta] peak clock frequency supported by timing 640 MHz
-- cell families after synthesis --
logic type	count (synthesis)	synth area share [%]
adders and majority gates	2	4.42
DFF	9	38.9
xor gates and xnor gates	2	3.10
AOI/OAI and AO/OA	7	9.29
latches	8	21.2
buffers and inverters	6	3.98
and+or+nand+nor	19	19.0
-- power by group --
part           leakage, nW  switching (W)   total, W  internal [W]
Combinational        0.130      0.0000181  0.0000425     0.0000243
Sequential           0.145      0.0000136   0.000252      0.000238
Clock               0.0228      0.0000715   0.000225      0.000154
-- layout make-up --
type	instances	area (µm²)	area share (%)
timing repair buffer	9	90.1	11.4
inverter	6	22.5	2.86
sequential	17	340	43.2
multi-input combinational	30	203	25.7
clock buffer	4	45.0	5.71
tap	70	87.6	11.1
-- per-layer routing --
metal	global-route usage [%]	vias up	share of wire [%]
li1	-	202	-
met1	2.67	174	48
met2	3.97	10	39
met3	2.34	0	13
met4	0.257	0	0
met5	0	-	0
-- worst max-delay path, cell delays in order (launching register included) --
cell             delay (ns)
dfxtp_1                0.35
inv_1                  0.07
nor2_1                 0.09
clkdlybuf4s50_1        0.47
-- per-stage QoR --
step / setup slack, ns / power, W
final: 0.238 / 0.000520
after global routing: 0.153 / 0.000553
after CTS: 0.216 / 0.000526
after detailed placement: 0.405 / 0.000299
after global placement: 0.372 / 0.000298
after floorplan: 0.586 / 0.000275
-- layout by cell type (no fill, tap or decap), drive strengths merged, types with 2 or more instances in the layout --
master,count
inv,6
clkdlybuf4s50,9
and2,4
nor2,7
nor2b,2
edfxtp,4
ha,2
a21oi,2
dfxtp,5
dlxtn,8
o31ai,2
clkbuf,4
-- worst max-delay path by stage --
stage                          to  slack (ns)  depth (start not counted)                 start
after CTS             intr_val_p0        0.22                          3  state_reg[4]$_DFF_P_
after global routing  intr_val_p0        0.15                          3  state_reg[4]$_DFF_P_
final                 intr_val_p0        0.24                          3  state_reg[4]$_DFF_P_
Power figures rest on the tool's default switching activity, not on a simulated workload.
