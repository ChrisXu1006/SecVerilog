File: config.mk
export PLATFORM = sky130hd
export DESIGN_NAME = plab5_mcore_Debug_checker
export DESIGN_NICKNAME = plab5_mcore_Debug_checker
export VERILOG_FILES = /design/flow/design.v
export SDC_FILE = /design/flow/constraint.sdc
export NUM_CORES = 4
export LEC_CHECK = 1
export CORE_UTILIZATION = 30
File: constraint.sdc
current_design plab5_mcore_Debug_checker

set clk_period 3.6
set clk_io_pct 0.2

create_clock -name clk0 -period $clk_period [get_ports {clk}]

set non_clock_inputs [all_inputs -no_clocks]
set_input_delay [expr $clk_period * $clk_io_pct] -clock clk0 $non_clock_inputs
set_output_delay [expr $clk_period * $clk_io_pct] -clock clk0 [all_outputs]
File: design.v
module plab5_mcore_Debug_checker
#(
	parameter	p_opaque_nbits	= 8,	 
	parameter	p_addr_nbits	= 32,	 
	parameter	p_data_nbits	= 32,	 
	parameter	o = p_opaque_nbits,
	parameter	a = p_addr_nbits,
	parameter	d = p_data_nbits
)
(
	input						clk,
	input						reset,
	input						debug_val,
	input						debug_domain,
	input [p_addr_nbits-1:0]	debug_src_addr,
	input [p_addr_nbits-1:0]	debug_dest_addr,
	input						debug_inst,
	output reg					debug_ack,
	output[p_data_nbits-1:0]	debug_data,
	input						dma_domain,
	input						dma_ack,
	output reg					dma_db_val,
	output[p_addr_nbits-1:0]	dma_db_src_addr,
	output[p_addr_nbits-1:0]	dma_db_dest_addr,
	output reg					dma_db_inst,
	input [p_data_nbits-1:0]	dma_db_debug_data
);
	localparam STATE_IDLE		= 3'd0;
	localparam STATE_DEB_CHECK	= 3'd1;
	localparam STATE_DEB_REQ	= 3'd2;
	localparam STATE_DEB_WAIT	= 3'd3;
	localparam STATE_DEB_RESP	= 3'd4;
	reg	[2:0]	state_reg;
	reg	[2:0]	state_next;
	always @(posedge clk) begin
		if ( reset )
			state_reg <= STATE_IDLE;
		else
			state_reg <= state_next;
	end
	always @(*) begin
		state_next = state_reg;
		case ( state_reg )
			STATE_IDLE:
				if ( debug_val ) state_next = STATE_DEB_CHECK;
			STATE_DEB_CHECK:
				if ( debug_domain >= dma_domain) 
					state_next = STATE_DEB_REQ;
				else
					state_next = STATE_DEB_RESP;
			STATE_DEB_REQ:
				state_next = STATE_DEB_WAIT;
			STATE_DEB_WAIT:
				if ( dma_ack )	state_next = STATE_DEB_RESP;
			STATE_DEB_RESP:
				state_next = STATE_IDLE;
		endcase
	end
	reg			debug_domain_reg;
	reg			debug_inst_reg;
	reg [a-1:0]	debug_src_addr_reg;
	reg	[a-1:0]	debug_dest_addr_reg;
	always @(posedge clk) begin
		if ( reset ) begin
			debug_domain_reg	<= 'hx;
			debug_inst_reg		<= 'hx;
			debug_src_addr_reg	<= 'hx;
			debug_dest_addr_reg <= 'hx;
		end
		else if ( debug_val ) begin
			debug_domain_reg	<= debug_domain;
			debug_inst_reg		<= debug_inst;
			debug_src_addr_reg	<= debug_src_addr;
			debug_dest_addr_reg	<= debug_dest_addr;
		end
	end
	reg	[p_data_nbits-1:0]	debug_data;
	reg	[p_addr_nbits-1:0]	dma_db_src_addr;
	reg [p_addr_nbits-1:0]	dma_db_dest_addr;
	always @(*) begin
		debug_ack		= 1'b0;
		debug_data		= 'hx;
		dma_db_val		= 1'b0;
		dma_db_src_addr	= 'hx;
		dma_db_dest_addr= 'hx;
		dma_db_inst		= 1'bx;
		case ( state_reg )
			STATE_DEB_REQ: begin
				dma_db_val		= 1'b1;
				dma_db_src_addr	= debug_src_addr_reg;
				dma_db_dest_addr= debug_dest_addr_reg;
				dma_db_inst		= debug_inst_reg;
			end
			STATE_DEB_RESP: begin
				debug_ack		= 1'b1;
				debug_data		= dma_db_debug_data;
			end
		endcase
	end
endmodule
File: run.sh
#!/bin/bash
# OpenROAD 26Q1-2900-gdf79404cd8, Yosys 0.63+post, stock flow scripts
make -C /OpenROAD-flow-scripts/flow DESIGN_CONFIG=/design/flow/config.mk WORK_HOME=/design/flow/orfs finish
==> notes.org <==
#+TITLE: Flow metrics

** Setup path
- The worst setup path is launched from an input pin.
- Worst endpoint required time :: 3.56 ns
- Among all stages on the critical path, the largest delay is contributed by sky130_fd_sc_hd__buf_4.
- The arrival time of data at the worst endpoint is listed as 2.08 ns.
- Per STA, the highest per-stage delay on the worst path measures 0.62 ns.
- Crit path max fanout :: 65
- Cells traversed along the worst timing path :: clkdlybuf4s50_1, or2_2, buf_4
- Kind of critical path :: input pin to register
- The worst setup path is captured at a register.

** Clocking
- The cell sitting at the root of the clock tree is a sky130_fd_sc_hd__clkbuf_8.
- CTS Hold Bufs :: 0
- Total setup buffers inserted after CTS :: 0
- Number of clock sinks :: 70
- In this run the number of H-tree levels came out at 3.
- TritonCTS built the clock tree.
- Maximum count of clock buffers along a single path :: 2
- Gates resized during post-CTS repair numbered 0.
- CTS buffer count :: 9
- Clock latency (worst-skew pair) :: 0.33 ns
- Per the post-CTS timing run, clock transition at the registers of the reported paths is 0.07 ns.

** Route
- Number of design-rule violations left by the first detailed-router iteration :: 60
- After detailed routing, the number of vias per cell comes to 3.85.
- Detailed routing inserted a total of 1306 vias.
- Final ANT Viol Nets :: 0
- In the final routed layout, each cell accounts on average for 13.2 um.
- The routed layout reports a DRC error count of 0.
- For this block, the routed nets add up to 4.47 mm of wire.
- Per the detail_route report, inserted antenna diodes total 0.
- The first detailed-routing pass ran for 4 iterations.

** Floorplanning
- Core Region :: 0.00769 mm^2
- Top-level I/O count :: 202
- Core utilization before placement :: 30.7%
- The horizontal die dimension reported for this design is 90.8 um.
- Area of the chip :: 0.00824 mm^2
- Std-Cell Rows :: 32
- Measured along the y axis, the die boundary spans 90.8 um.

** STA
- Setup clock skew after layout :: 0.000864 ns
- Shortest clock period the worst path allows after layout :: 2.12 ns
- Transition time at the pin with the least slew margin :: 0.802 ns
- The final max-slew violation count recorded for this run is 0.
- For this run, the top clock speed supported by timing is 0.471 GHz.
- Setup TNS Final :: 0 ns
- The worst-case max-slew headroom was logged as 46.5%.
- Setup repair after global routing left no endpoint under its margin.
- The final timing report lists a hold violation count of 0.
- Ratio of final minimum period to clock period :: 58.9%
- Endpoints with negative setup slack in the final report add up to 0.

** Synth
- Summed over all instances, the cell type with the most area after synthesis is sky130_fd_sc_hd__edfxtp_1.
- After Yosys synthesis, and, or, nand and nor cells account for 2.06% of the synthesized area.
- After synthesis, the share of flip-flops with an asynchronous set or reset is 0%.
- Total number of yosys warnings :: 1
- In this run, the synthesized area fraction spent on adder and majority cells is recorded as 0%.
- Cell area after synthesis :: 0.00236 mm^2
- Total cells reported by yosys after synthesis :: 115
- Parity-gate share of the synthesized area counting xor and xnor cells :: 0%
- Yosys reports the multiplexer fraction of the synthesized area as 0%.
- The commonest register cell is sky130_fd_sc_hd__edfxtp_1.
- Each instance of the synthesized netlist takes up on average 20.6 um^2.
- Yosys chip area :: 0.00236 mm^2
- Sorting the synthesis cell report by count puts at the top sky130_fd_sc_hd__edfxtp_1.
- The cell-mix breakdown from Yosys lists the compound-gate area share as 0.635%.
- Area leader share :: 82.6%
- The synthesized design contains 65 enable-type register cells.
- Largest logic family :: buffers and inverters
- In the post-synthesis netlist, the biggest area contributors are sky130_fd_sc_hd__edfxtp_1 (83%), sky130_fd_sc_hd__buf_4 (10%), sky130_fd_sc_hd__dfxtp_1 (4.2%).
- Counting every instance in the synthesized netlist gives 115.
- Yosys reported a register bit count of 70.
- Sequential cell area fraction in the yosys report :: 86.8%
- Number of distinct library cells after synthesis :: 13
- Post-synth top cells :: sky130_fd_sc_hd__edfxtp_1 (65), sky130_fd_sc_hd__buf_4 (32), sky130_fd_sc_hd__dfxtp_1 (5)

** Final layout
- Number of cells in the finished layout apart from fillers :: 339
- Filler instances :: 649
- Fraction of layout instances using a drive strength above 1 :: 6.75%
- The area growth from synthesis to layout is 63.6%.

** Placed design
- IO buf count :: 137
- For this run the detailed placement stage logged an HPWL of 3.18 mm.
- Per the gpl log, the routability congestion estimate is 0.712.
- The detailed placer reported the number of placed instances as 323.

** GRT
- The number of antenna violations at the first check in global routing was 0.
- Vias in the first global route :: 1325
- Across every metal layer, demand over resource in global routing totals 11.8%.
- Pin count of the biggest net entering global routing :: 66
- Sum of overflow across all layers after global routing :: 0
- Wire length of the first global-routing pass :: 6.96 mm

** Min path
- In this run the worst hold path is classified as register to register.

** Power
- Looking at the VDD voltage map, the peak drop is 358 uV.
- Total power divided by cell area :: 498 mW/mm^2
- Leakage :: 1.38 nW

** Run
- Number of max-capacitance violations reported :: 0
- Log Warnings :: 25

** Status
- The flow ran to the end, and the final reports show no timing, DRC or antenna violations.
==> kinds of logic (layout without fill, tap and decap cells) <==
kind of cell / after synthesis / after routing
AOI/OAI and AO/OA: 3 / 3
buffers and inverters: 34 / 156
DFF: 70 / 70
and+or+nand+nor: 8 / 8
==> critical path, delay by kind of cell <==
kind                   cells  cell delay, ns
and+or+nand+nor            1            0.14
buffers and inverters      2            1.18
==> per-stage QoR <==
step | hold slack [ns] | setup slack (ns) | instance area, um^2 | util [%] | power, mW
after floorplan | 0.393 | 1.65 | 2360 | - | 1.02
after global placement | 0.439 | 1.15 | 3630 | 47.2 | 1.21
after detailed placement | 0.439 | 1.13 | 3630 | 47.2 | 1.21
after CTS | 0.450 | 1.49 | 3870 | 50.3 | 1.96
after global routing | 0.486 | 1.41 | 3870 | 50.3 | 2.01
final | 0.448 | 1.48 | 3870 | 50.3 | 1.93
==> final cells by class <==
type                    count  area (um^2)  area share (%)
clock inverters             6          110            2.85
flip-flops and latches     70         2050            53.1
inverters                   2         7.51           0.194
multi-input cells          11         63.8            1.65
clock buffers              10          128            3.30
well taps                 102          128            3.30
repair buffers            138         1380            35.7
==> layer usage <==
| metal | share of wire, % | global-route usage (%) | wire length, um | up-vias |
|---|---|---|---|---|
| met3 | 16 | 7.54 | 698 | 31 |
| met5 | 0 | 0 | 0 | - |
| li1 | - | - | - | 620 |
| met2 | 41 | 14.8 | 1840 | 102 |
| met1 | 40 | 17.6 | 1780 | 553 |
| met4 | 3.6 | 3.90 | 163 | 0 |
==> where the power goes <==
part | switching (mW) | total, mW | internal [mW]
registers | 0.0169 | 0.983 | 0.966
clock network | 0.278 | 0.737 | 0.459
logic | 0.0343 | 0.207 | 0.172
total | 0.329 | 1.93 | 1.60
==> path summary, 6_finish.rpt <==
check,to,depth (start not counted),slack [ns],start
max,debug_src_addr_reg[3],3,1.48,reset
min,state_reg[3],2,0.45,state_reg[0]
max reg2reg,state_reg[1],2,2.98,state_reg[3]
min reg2reg,state_reg[3],2,0.45,state_reg[0]
==> cells in the final DEF (no fill, tap or decap), drive strengths merged <==
cell / count
dfxtp: 5
edfxtp: 65
clkbuf: 10
bufinv: 3
inv: 2
nor2: 1
a21oi: 2
nand3b: 1
clkinv: 2
clkdlybuf4s50: 137
nor2b: 1
o21ai: 1
nor3b: 2
buf: 1
nand2b: 1
or2: 1
nand2: 1
clkinvlp: 1
Power figures rest on the tool's default switching activity, not on a simulated workload.
